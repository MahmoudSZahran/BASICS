==> design.v <==
module AddRoundKey 
(
    input  wire [0:127] round_key,
    input  wire [0:127] mixed_cols_data,
    output wire [0:127] next_round_data
);
assign next_round_data[0:31]   = round_key[0:31]   ^  mixed_cols_data[0:31];
assign next_round_data[32:63]  = round_key[32:63]  ^  mixed_cols_data[32:63];
assign next_round_data[64:95]  = round_key[64:95]  ^  mixed_cols_data[64:95];
assign next_round_data[96:127] = round_key[96:127] ^  mixed_cols_data[96:127]; 
endmodule
==> run.sh <==
#!/bin/bash
# OpenROAD 26Q1-2900-gdf79404cd8, Yosys 0.63+post, stock flow scripts
make -C /OpenROAD-flow-scripts/flow DESIGN_CONFIG=/design/flow/config.mk WORK_HOME=/design/flow/orfs finish
==> config.mk <==
export PLATFORM = sky130hd
export DESIGN_NAME = AddRoundKey
export DESIGN_NICKNAME = AddRoundKey
export VERILOG_FILES = /design/flow/design.v
export SDC_FILE = /design/flow/constraint.sdc
export NUM_CORES = 4
export LEC_CHECK = 1
export CORE_AREA = 10 10 154 154
export DIE_AREA = 0 0 164 164
==> constraint.sdc <==
current_design AddRoundKey

set clk_period 1.0
set clk_io_pct 0.2

create_clock -name clk0 -period $clk_period

set non_clock_inputs [all_inputs -no_clocks]
set_input_delay [expr $clk_period * $clk_io_pct] -clock clk0 $non_clock_inputs
set_output_delay [expr $clk_period * $clk_io_pct] -clock clk0 [all_outputs]
==> flow_summary.html <==
<h2>Synthesis and place &amp; route</h2>
<table>
<tr><th>Metric</th><th>Value</th></tr>
<tr><th colspan="2">Critical path</th></tr>
<tr><td>Category of the most critical setup path</td><td>primary input to output port</td></tr>
<tr><td>Cell with the largest stage delay on the worst path</td><td>sky130_fd_sc_hd__dlygate4sd2_1</td></tr>
<tr><td>CP cell instances</td><td>dlygate4sd2_1 &gt; xor2_1 &gt; buf_2</td></tr>
<tr><td>Worst Path Required</td><td>800 ps</td></tr>
<tr><td>Delay of the slowest critical-path stage</td><td>240 ps</td></tr>
<tr><td>Worst setup EP type</td><td>output port</td></tr>
<tr><td>CP max FO</td><td>1</td></tr>
<tr><td>Critical Path Source Type</td><td>primary input</td></tr>
<tr><td>Crit path arrival time</td><td>820 ps</td></tr>
<tr><th colspan="2">GRT</th></tr>
<tr><td>Via count of the first global-routing pass</td><td>2609</td></tr>
<tr><td>Global-route usage over all layers</td><td>7.99%</td></tr>
<tr><td>Largest net degree at the start of global routing</td><td>2</td></tr>
<tr><td>Number of antenna violations at the first check in global routing</td><td>1</td></tr>
<tr><td>First-pass GRT wire length</td><td>16.4 mm</td></tr>
<tr><td>Total congestion overflow after global routing</td><td>0</td></tr>
<tr><th colspan="2">Drt</th></tr>
<tr><td>Via density</td><td>2.88</td></tr>
<tr><td>Number of nets still failing antenna checks after routing</td><td>0</td></tr>
<tr><td>Total Wirelength</td><td>12.3 mm</td></tr>
<tr><td>Routed wirelength normalized by instance count</td><td>15.7 um</td></tr>
<tr><td>Initial DRC count</td><td>41</td></tr>
<tr><td>Iteration tally of the first detailed-router pass</td><td>3</td></tr>
<tr><td>Via count</td><td>2253</td></tr>
<tr><td>Residual DRC count</td><td>0</td></tr>
<tr><th colspan="2">Floorplan</th></tr>
<tr><td>Floorplan die width</td><td>164 um</td></tr>
<tr><td>Total core area</td><td>0.0203 mm^2</td></tr>
<tr><td>Num rows</td><td>52</td></tr>
<tr><td>I/O pin total</td><td>384</td></tr>
<tr><td>Total die size</td><td>0.0269 mm^2</td></tr>
<tr><td>Height of the chip</td><td>164 um</td></tr>
<tr><td>Pre-placement core utilization</td><td>5.52%</td></tr>
<tr><th colspan="2">Logic synthesis</th></tr>
<tr><td>Top cells by area</td><td>sky130_fd_sc_hd__xor2_1 (100%)</td></tr>
<tr><td>Number of distinct library cells after synthesis</td><td>1</td></tr>
<tr><td>Area share of the leading cell type in the synthesized netlist</td><td>100%</td></tr>
<tr><td>Number of warnings reported in the yosys synthesis log</td><td>0</td></tr>
<tr><td>Instance tally after logic synthesis</td><td>128</td></tr>
<tr><td>Post-Syn Area</td><td>0.00112 mm^2</td></tr>
<tr><td>Yosys Instances</td><td>128</td></tr>
<tr><td>Average instance area after synthesis</td><td>8.76 um^2</td></tr>
<tr><td>Yosys Chip Area</td><td>0.00112 mm^2</td></tr>
<tr><td>Dominant cell type by area after synthesis</td><td>sky130_fd_sc_hd__xor2_1</td></tr>
<tr><td>Post-synth seq share</td><td>0%</td></tr>
<tr><th colspan="2">Placement</th></tr>
<tr><td>Port-buffer cells</td><td>384</td></tr>
<tr><td>HPWL after DPL</td><td>11.9 mm</td></tr>
<tr><td>Final RePlAce weighted congestion</td><td>0.899</td></tr>
<tr><td>DP Area</td><td>0.00530 mm^2</td></tr>
<tr><th colspan="2">STA</th></tr>
<tr><td>Cycle use final</td><td>102%</td></tr>
<tr><td>Actual slew at the worst max-slew pin</td><td>232 ps</td></tr>
<tr><td>Setup-violating endpoint count in the final report</td><td>1</td></tr>
<tr><td>Worst Setup Slack, final</td><td>-17.6 ps</td></tr>
<tr><td>RSZ-0062 raised after global routing</td><td>false</td></tr>
<tr><td>Tmin final</td><td>1020 ps</td></tr>
<tr><td>Normalized max-slew margin</td><td>84.5%</td></tr>
<tr><td>Achievable Freq</td><td>983 MHz</td></tr>
<tr><td>Max-slew violation count</td><td>0</td></tr>
<tr><td>Count of endpoints failing hold in the final timing report</td><td>0</td></tr>
<tr><td>Hold_ws</td><td>745 ps</td></tr>
<tr><th colspan="2">Power and ir drop</th></tr>
<tr><td>Worst supply voltage drop on vdd</td><td>0.0818 mV</td></tr>
<tr><td>Pwr per Cell Area</td><td>356 mW/mm^2</td></tr>
<tr><td>Register share of total power</td><td>0%</td></tr>
<tr><td>Leak Pwr</td><td>2.40 nW</td></tr>
<tr><td>Portion of total power attributed to combinational logic</td><td>100.0%</td></tr>
<tr><td>Switching share of total power</td><td>33.1%</td></tr>
<tr><td>Switching component of the power</td><td>0.000525 W</td></tr>
<tr><td>Clock network fraction of design power</td><td>0%</td></tr>
<tr><td>Internal Dissipation</td><td>0.00106 W</td></tr>
<tr><th colspan="2">Status</th></tr>
<tr><td>Status</td><td>complete, but fails checks</td></tr>
<tr><td>Violations in the final reports</td><td>negative setup slack</td></tr>
<tr><th colspan="2">Layout</th></tr>
<tr><td>Area growth syn-to-layout</td><td>297%</td></tr>
<tr><td>Multi-input gate area</td><td>0.00121 mm^2</td></tr>
<tr><td>Area taken by flip-flops and latches</td><td>0 um^2</td></tr>
<tr><td>Ratio of cells with drive above 1 in the final layout</td><td>28.1%</td></tr>
<tr><td>Final instance area</td><td>0.00446 mm^2</td></tr>
<tr><td>Count of flip-flops and latches</td><td>0</td></tr>
<tr><td>Final-layout clock buffer total</td><td>0</td></tr>
<tr><td>Filler cell count in the final layout</td><td>2395</td></tr>
<tr><th colspan="2">Min path</th></tr>
<tr><td>Worst min path class</td><td>primary input to output port</td></tr>
<tr><th colspan="2">Flow run</th></tr>
<tr><td>Maximum capacitance violations</td><td>0</td></tr>
<tr><td>Number of OpenROAD warnings</td><td>32</td></tr>
<tr><th colspan="2">Clock tree</th></tr>
<tr><td>Setup Fix Bufs, Post-CTS</td><td>0</td></tr>
</table>
==> final cells by class <==
cell class,instances,share of cell area (%)
multi-input combinational,128,27.2
antenna,1,0.0562
tap,270,7.58
timing repair buffer,384,65.2
==> layout by cell type, fill, tap and decap left out, drive strengths merged <==
cell type,n
buf,125
clkbuf,4
clkdlybuf4s15,17
xor2,128
diode,1
dlygate4sd2,238
==> final timing paths <==
check             endpoint     startpoint  cells after the start  slack (ps)
max    next_round_data[99]  round_key[99]                      3         -20
min    next_round_data[20]  round_key[20]                      3         740
==> power by group through the flow <==
stage	clock (W)	combinational [W]	sequential [W]
CTS	0	0.00164	0
global route	0	0.00178	0
finish	0.000000000134	0.00159	0
==> kinds of logic (layout without fill, tap and decap cells) <==
logic type                after synthesis  count (layout)  synth area share, %
xor gates and xnor gates              128             128                  100
buffers and inverters                   0             384                    0
other                                   0               1                    0
==> stage by stage <==
step	setup TNS, ps	power, W	std cells	util (%)	setup WS (ps)
2_1_floorplan	0	0.000213	128	-	481
5_1_grt	0	0.00178	782	21.9	0.461
3_3_place_gp	-69100	0.00249	782	26.1	-751
4_1_cts	0	0.00164	782	21.9	2.26
3_5_place_dp	-68990	0.00249	782	26.1	-731
6_report	-17.6	0.00159	783	21.9	-17.6
==> synth_stat cells <==
cell / n
sky130_fd_sc_hd__xor2_1: 128
==> metal layers <==
metal  track usage, %  part of all wire, %
met5                0                    0
met2             16.0                   54
met3             3.86                   14
met4            0.162                0.098
met1             7.45                   32
==> worst max-delay path: cells and delay by family <==
family    cells  cell delay, ps
buf+inv       2             390
xor+xnor      1             230
==> what timing repair did <==
action                                  4_1_cts  5_1_grt
gates resized                               681       13
endpoints found under the setup margin      128       10
pin swaps                                   121        9
hold buffers                                  0        0
No activity file was given, so power comes from the tool's default toggle rates.
