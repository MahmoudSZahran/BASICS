## flow/design.v

```verilog
`timescale 1ns/1ps
module CLA_Adder 
#(
    parameter integer SIZE = 4
)
(
    input  logic [(SIZE-1):0] in_1,
    input  logic [(SIZE-1):0] in_2,
    input  logic       carry_in,
    output logic [(SIZE-1):0] sum,
    output logic       carry_out
);
logic [(SIZE-1):0] p;
logic [(SIZE-1):0] g;
logic [SIZE:0] cmid;
always_comb 
begin
    p         = (in_1 ^ in_2);
    g         = (in_1 & in_2);
    cmid      = cla(p, g, carry_in);
    sum       = (p ^ cmid[(SIZE-1):0]);
    carry_out = cmid[SIZE];
end
function [SIZE:0] cla;
    input [(SIZE-1):0] p_arg;
    input [(SIZE-1):0] g_arg;
    input       c_arg;
    logic [(SIZE-1):0] pnc;
    integer i;
    cla[0] = c_arg;
    for ( i=0 ; i<SIZE ; i++ )
    begin
        pnc[i]   = p_arg[i] & cla[i];
        cla[i+1] = g_arg[i] ^ pnc[i];
    end
endfunction
endmodule
```

## flow/run.sh

```bash
#!/bin/bash
# OpenROAD 26Q1-2900-gdf79404cd8, Yosys 0.63+post, stock flow scripts
make -C /OpenROAD-flow-scripts/flow DESIGN_CONFIG=/design/flow/config.mk WORK_HOME=/design/flow/orfs finish
```

## flow/config.mk

```make
export PLATFORM = sky130hd
export DESIGN_NAME = CLA_Adder
export DESIGN_NICKNAME = CLA_Adder
export VERILOG_FILES = /design/flow/design.v
export SDC_FILE = /design/flow/constraint.sdc
export NUM_CORES = 4
export LEC_CHECK = 1
export CORE_AREA = 10 10 70 70
export DIE_AREA = 0 0 80 80
```

## flow/constraint.sdc

```tcl
current_design CLA_Adder

set clk_period 5.0
set clk_io_pct 0.2

create_clock -name clk0 -period $clk_period

set non_clock_inputs [all_inputs -no_clocks]
set_input_delay [expr $clk_period * $clk_io_pct] -clock clk0 $non_clock_inputs
set_output_delay [expr $clk_period * $clk_io_pct] -clock clk0 [all_outputs]
```

==> job_summary.md <==
## PnR job results

| Metric | Value |
|---|---|
| RSZ-0062 raised after global routing | `false` |
| Largest net degree at the start of global routing | `2` |
| DRT antenna net count | `0` |
| Post-CTS Hold Fix Bufs | `0` |
| Met2 routed WL | `131 um` |
| Seq cells | `0` |
| Core ar. | `0.00342 sq mm` |
| Final wirelength | `443 um` |
| Post-CTS Setup Inserts | `0` |
| Routed metal-1 wirelength | `242 um` |
| # rows | `21` |
| Grt total ovfl | `0` |
| First-pass GRT wire length | `759 um` |
| Fmax | `224 MHz` |
| Initial Utilization | `0.0344` |
| Post-Syn Instances | `14` |
| Chip Width | `80 um` |
| Yosys chip area | `118 sq um` |
| VDD IR max | `0.0000340 V` |
| Die area | `0.00640 sq mm` |
| Post-synthesis sequential area ratio | `0` |
| Antenna cell count | `0` |
| Cell count listed in synth_stat.txt | `14` |
| Drc violations | `0` |
| Startpoint types | `input port` |
| Hold path depth | `5` |
| Static Leakage | `0.137 nW` |
| Synth Warn # | `1` |
| Final hold viol count | `0` |
| Post-CTS sizing | `0` |
| Top cells by area | `fa_1, inv_1` |
| Uppermost layer routed | `met3` |
| HPWL after DPL | `450 um` |
| TNS Setup | `0 ps` |
| Max-slew violation count | `0` |
| Crit path required time | `4000 ps` |
| GRT Total Usage | `0.0146` |
| Final period util | `0.895` |
| Power per cell area | `91.3 mW/mm^2` |
| Setup-failing EPs final | `0` |
| Max transition margin | `0.926` |
| Layout cell share with drive strength beyond 1 | `0` |
| Max FO, Critical Path | `1` |
| Sequential cell area | `0 sq um` |
| Drt via density | `1.74` |
| CP Class | `input port to output port` |
| Status | `complete, no violations` |
| Crit path time final | `4470 ps` |
| Synthesized area per cell | `8.40 sq um` |
| Port-buffer cells | `14` |
| Vias in the first global route | `159` |
| PnR Total Power | `0.0000288 W` |
| Log Warnings | `32` |
| Gpl congestion | `0.755` |
| Chip height | `80 um` |
| Max_cap viols | `0` |
| Vias | `129` |
| HP Class | `input port to output port` |
| Metal3 WL | `69 um` |
| Area Growth Syn to Fin | `168%` |
| Worst-Margin Slew | `110 ps` |
| Initial antenna violation count | `0` |
| Top cell area share | `0.681` |
| IO Pins | `14` |
| Clkbuf count | `0` |
| WP data arrival | `3470 ps` |
| DR WL/cell | `5.99 um` |
| DRT iter0 DRCs | `0` |
| Dominant cell type by area after synthesis | `fa_1` |
| Synth cell types | `2` |
| First-pass detailed-route iteration total | `1` |
| Synthesized area | `118 sq um` |
| CP Capture Type | `output port` |
-- per-layer routing --
layer,track usage,vias to the layer above
met5,0,-
met4,0,0
met1,0.0215,56
li1,-,60
met3,0.00568,0
met2,0.0209,13
-- path summary, 6_finish.rpt --
path	startpoint	endpoint	slack [ps]
max	in_1[0]	sum[3]	530
min	carry_in	sum[0]	3060
-- cell type report --
cell class	count	area [sq um]
well taps	46	57.6
multi-input cells	4	80.1
fillers	404	3100
inverters	10	37.5
repair buffers	14	140
-- synth_stat cells --
library cell / n
fa_1: 4
inv_1: 10
-- cells in the final DEF, fill, tap and decap left out --
cell type / netlist / layout
fa_1: 4 / 4
inv_1: 10 / 10
clkdlybuf4s50_1: 0 / 14
-- kinds of logic after synthesis --
family	share of synthesized area
buf+inv	0.319
fa+ha+maj	0.681
-- critical path, cell delays in order --
cell	delay (ps)
clkdlybuf4s50_1	400
inv_1	80
fa_1	170
inv_1	50
fa_1	400
fa_1	370
inv_1	70
fa_1	400
inv_1	60
clkdlybuf4s50_1	470
-- stage by stage --
stage | hold WS [ps] | std cells | cell area, sq um | setup slack [ps] | util
2_1_floorplan | 2110 | 14 | 118 | 1520 | -
3_3_place_gp | 3050 | 74 | 315 | 539 | 0.0923
3_5_place_dp | 3070 | 74 | 315 | 485 | 0.0923
4_1_cts | 3070 | 74 | 315 | 482 | 0.0923
5_1_grt | 3130 | 74 | 315 | 390 | 0.0923
6_report | 3060 | 74 | 315 | 526 | 0.0923
-- power breakdown --
part           leakage [nW]  switching, W  internal (W)
Sequential                0             0             0
Clock                     0             0             0
Combinational         0.137    0.00000802     0.0000208
Power figures rest on the tool's default switching activity, not on a simulated workload.
