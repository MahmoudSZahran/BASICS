File: ./run.sh
#!/bin/bash
# OpenROAD 26Q1-2900-gdf79404cd8, Yosys 0.63+post, stock flow scripts
make -C /OpenROAD-flow-scripts/flow DESIGN_CONFIG=/design/flow/config.mk WORK_HOME=/design/flow/orfs finish
File: ./config.mk
export PLATFORM = sky130hd
export DESIGN_NAME = Subytes
export DESIGN_NICKNAME = Subytes
export VERILOG_FILES = /design/flow/design.v
export SDC_FILE = /design/flow/constraint.sdc
export NUM_CORES = 4
export LEC_CHECK = 1
export CORE_UTILIZATION = 30
File: ./constraint.sdc
current_design Subytes

set clk_period 6.7
set clk_io_pct 0.2

create_clock -name clk0 -period $clk_period

set non_clock_inputs [all_inputs -no_clocks]
set_input_delay [expr $clk_period * $clk_io_pct] -clock clk0 $non_clock_inputs
set_output_delay [expr $clk_period * $clk_io_pct] -clock clk0 [all_outputs]
File: ./design.v
module Subytes(
    input  wire [0:127] addr,
    output wire [0:127] data_sbox
);
reg [0:7] sbox [0:255];
always @(*)
begin
   sbox[8'h00] = 8'h63;
   sbox[8'h01] = 8'h7c;
   sbox[8'h02] = 8'h77;
   sbox[8'h03] = 8'h7b;
   sbox[8'h04] = 8'hf2;
   sbox[8'h05] = 8'h6b;
   sbox[8'h06] = 8'h6f;
   sbox[8'h07] = 8'hc5;
   sbox[8'h08] = 8'h30;
   sbox[8'h09] = 8'h01;
   sbox[8'h0a] = 8'h67;
   sbox[8'h0b] = 8'h2b;
   sbox[8'h0c] = 8'hfe;
   sbox[8'h0d] = 8'hd7;
   sbox[8'h0e] = 8'hab;
   sbox[8'h0f] = 8'h76;
   sbox[8'h10] = 8'hca;
   sbox[8'h11] = 8'h82;
   sbox[8'h12] = 8'hc9;
   sbox[8'h13] = 8'h7d;
   sbox[8'h14] = 8'hfa;
   sbox[8'h15] = 8'h59;
   sbox[8'h16] = 8'h47;
   sbox[8'h17] = 8'hf0;
   sbox[8'h18] = 8'had;
   sbox[8'h19] = 8'hd4;
   sbox[8'h1a] = 8'ha2;
   sbox[8'h1b] = 8'haf;
   sbox[8'h1c] = 8'h9c;
   sbox[8'h1d] = 8'ha4;
   sbox[8'h1e] = 8'h72;
   sbox[8'h1f] = 8'hc0;
   sbox[8'h20] = 8'hb7;
   sbox[8'h21] = 8'hfd;
   sbox[8'h22] = 8'h93;
   sbox[8'h23] = 8'h26;
   sbox[8'h24] = 8'h36;
   sbox[8'h25] = 8'h3f;
   sbox[8'h26] = 8'hf7;
   sbox[8'h27] = 8'hcc;
   sbox[8'h28] = 8'h34;
   sbox[8'h29] = 8'ha5;
   sbox[8'h2a] = 8'he5;
   sbox[8'h2b] = 8'hf1;
   sbox[8'h2c] = 8'h71;
   sbox[8'h2d] = 8'hd8;
   sbox[8'h2e] = 8'h31;
   sbox[8'h2f] = 8'h15;
   sbox[8'h30] = 8'h04;
   sbox[8'h31] = 8'hc7;
   sbox[8'h32] = 8'h23;
   sbox[8'h33] = 8'hc3;
   sbox[8'h34] = 8'h18;
   sbox[8'h35] = 8'h96;
   sbox[8'h36] = 8'h05;
   sbox[8'h37] = 8'h9a;
   sbox[8'h38] = 8'h07;
   sbox[8'h39] = 8'h12;
   sbox[8'h3a] = 8'h80;
   sbox[8'h3b] = 8'he2;
   sbox[8'h3c] = 8'heb;
   sbox[8'h3d] = 8'h27;
   sbox[8'h3e] = 8'hb2;
   sbox[8'h3f] = 8'h75;
   sbox[8'h40] = 8'h09;
   sbox[8'h41] = 8'h83;
   sbox[8'h42] = 8'h2c;
   sbox[8'h43] = 8'h1a;
   sbox[8'h44] = 8'h1b;
   sbox[8'h45] = 8'h6e;
   sbox[8'h46] = 8'h5a;
   sbox[8'h47] = 8'ha0;
   sbox[8'h48] = 8'h52;
   sbox[8'h49] = 8'h3b;
   sbox[8'h4a] = 8'hd6;
   sbox[8'h4b] = 8'hb3;
   sbox[8'h4c] = 8'h29;
   sbox[8'h4d] = 8'he3;
   sbox[8'h4e] = 8'h2f;
   sbox[8'h4f] = 8'h84;
   sbox[8'h50] = 8'h53;
   sbox[8'h51] = 8'hd1;
   sbox[8'h52] = 8'h00;
   sbox[8'h53] = 8'hed;
   sbox[8'h54] = 8'h20;
   sbox[8'h55] = 8'hfc;
   sbox[8'h56] = 8'hb1;
   sbox[8'h57] = 8'h5b;
   sbox[8'h58] = 8'h6a;
   sbox[8'h59] = 8'hcb;
   sbox[8'h5a] = 8'hbe;
   sbox[8'h5b] = 8'h39;
   sbox[8'h5c] = 8'h4a;
   sbox[8'h5d] = 8'h4c;
   sbox[8'h5e] = 8'h58;
   sbox[8'h5f] = 8'hcf;
   sbox[8'h60] = 8'hd0;
   sbox[8'h61] = 8'hef;
   sbox[8'h62] = 8'haa;
   sbox[8'h63] = 8'hfb;
   sbox[8'h64] = 8'h43;
   sbox[8'h65] = 8'h4d;
   sbox[8'h66] = 8'h33;
   sbox[8'h67] = 8'h85;
   sbox[8'h68] = 8'h45;
   sbox[8'h69] = 8'hf9;
   sbox[8'h6a] = 8'h02;
   sbox[8'h6b] = 8'h7f;
   sbox[8'h6c] = 8'h50;
   sbox[8'h6d] = 8'h3c;
   sbox[8'h6e] = 8'h9f;
   sbox[8'h6f] = 8'ha8;
   sbox[8'h70] = 8'h51;
   sbox[8'h71] = 8'ha3;
   sbox[8'h72] = 8'h40;
   sbox[8'h73] = 8'h8f;
   sbox[8'h74] = 8'h92;
   sbox[8'h75] = 8'h9d;
   sbox[8'h76] = 8'h38;
   sbox[8'h77] = 8'hf5;
   sbox[8'h78] = 8'hbc;
   sbox[8'h79] = 8'hb6;
   sbox[8'h7a] = 8'hda;
   sbox[8'h7b] = 8'h21;
   sbox[8'h7c] = 8'h10;
   sbox[8'h7d] = 8'hff;
   sbox[8'h7e] = 8'hf3;
   sbox[8'h7f] = 8'hd2;
   sbox[8'h80] = 8'hcd;
   sbox[8'h81] = 8'h0c;
   sbox[8'h82] = 8'h13;
   sbox[8'h83] = 8'hec;
   sbox[8'h84] = 8'h5f;
   sbox[8'h85] = 8'h97;
   sbox[8'h86] = 8'h44;
   sbox[8'h87] = 8'h17;
   sbox[8'h88] = 8'hc4;
   sbox[8'h89] = 8'ha7;
   sbox[8'h8a] = 8'h7e;
   sbox[8'h8b] = 8'h3d;
   sbox[8'h8c] = 8'h64;
   sbox[8'h8d] = 8'h5d;
   sbox[8'h8e] = 8'h19;
   sbox[8'h8f] = 8'h73;
   sbox[8'h90] = 8'h60;
   sbox[8'h91] = 8'h81;
   sbox[8'h92] = 8'h4f;
   sbox[8'h93] = 8'hdc;
   sbox[8'h94] = 8'h22;
   sbox[8'h95] = 8'h2a;
   sbox[8'h96] = 8'h90;
   sbox[8'h97] = 8'h88;
   sbox[8'h98] = 8'h46;
   sbox[8'h99] = 8'hee;
   sbox[8'h9a] = 8'hb8;
   sbox[8'h9b] = 8'h14;
   sbox[8'h9c] = 8'hde;
   sbox[8'h9d] = 8'h5e;
   sbox[8'h9e] = 8'h0b;
   sbox[8'h9f] = 8'hdb;
   sbox[8'ha0] = 8'he0;
   sbox[8'ha1] = 8'h32;
   sbox[8'ha2] = 8'h3a;
   sbox[8'ha3] = 8'h0a;
   sbox[8'ha4] = 8'h49;
   sbox[8'ha5] = 8'h06;
   sbox[8'ha6] = 8'h24;
   sbox[8'ha7] = 8'h5c;
   sbox[8'ha8] = 8'hc2;
   sbox[8'ha9] = 8'hd3;
   sbox[8'haa] = 8'hac;
   sbox[8'hab] = 8'h62;
   sbox[8'hac] = 8'h91;
   sbox[8'had] = 8'h95;
   sbox[8'hae] = 8'he4;
   sbox[8'haf] = 8'h79;
   sbox[8'hb0] = 8'he7;
   sbox[8'hb1] = 8'hc8;
   sbox[8'hb2] = 8'h37;
   sbox[8'hb3] = 8'h6d;
   sbox[8'hb4] = 8'h8d;
   sbox[8'hb5] = 8'hd5;
   sbox[8'hb6] = 8'h4e;
   sbox[8'hb7] = 8'ha9;
   sbox[8'hb8] = 8'h6c;
   sbox[8'hb9] = 8'h56;
   sbox[8'hba] = 8'hf4;
   sbox[8'hbb] = 8'hea;
   sbox[8'hbc] = 8'h65;
   sbox[8'hbd] = 8'h7a;
   sbox[8'hbe] = 8'hae;
   sbox[8'hbf] = 8'h08;
   sbox[8'hc0] = 8'hba;
   sbox[8'hc1] = 8'h78;
   sbox[8'hc2] = 8'h25;
   sbox[8'hc3] = 8'h2e;
   sbox[8'hc4] = 8'h1c;
   sbox[8'hc5] = 8'ha6;
   sbox[8'hc6] = 8'hb4;
   sbox[8'hc7] = 8'hc6;
   sbox[8'hc8] = 8'he8;
   sbox[8'hc9] = 8'hdd;
   sbox[8'hca] = 8'h74;
   sbox[8'hcb] = 8'h1f;
   sbox[8'hcc] = 8'h4b;
   sbox[8'hcd] = 8'hbd;
   sbox[8'hce] = 8'h8b;
   sbox[8'hcf] = 8'h8a;
   sbox[8'hd0] = 8'h70;
   sbox[8'hd1] = 8'h3e;
   sbox[8'hd2] = 8'hb5;
   sbox[8'hd3] = 8'h66;
   sbox[8'hd4] = 8'h48;
   sbox[8'hd5] = 8'h03;
   sbox[8'hd6] = 8'hf6;
   sbox[8'hd7] = 8'h0e;
   sbox[8'hd8] = 8'h61;
   sbox[8'hd9] = 8'h35;
   sbox[8'hda] = 8'h57;
   sbox[8'hdb] = 8'hb9;
   sbox[8'hdc] = 8'h86;
   sbox[8'hdd] = 8'hc1;
   sbox[8'hde] = 8'h1d;
   sbox[8'hdf] = 8'h9e;
   sbox[8'he0] = 8'he1;
   sbox[8'he1] = 8'hf8;
   sbox[8'he2] = 8'h98;
   sbox[8'he3] = 8'h11;
   sbox[8'he4] = 8'h69;
   sbox[8'he5] = 8'hd9;
   sbox[8'he6] = 8'h8e;
   sbox[8'he7] = 8'h94;
   sbox[8'he8] = 8'h9b;
   sbox[8'he9] = 8'h1e;
   sbox[8'hea] = 8'h87;
   sbox[8'heb] = 8'he9;
   sbox[8'hec] = 8'hce;
   sbox[8'hed] = 8'h55;
   sbox[8'hee] = 8'h28;
   sbox[8'hef] = 8'hdf;
   sbox[8'hf0] = 8'h8c;
   sbox[8'hf1] = 8'ha1;
   sbox[8'hf2] = 8'h89;
   sbox[8'hf3] = 8'h0d;
   sbox[8'hf4] = 8'hbf;
   sbox[8'hf5] = 8'he6;
   sbox[8'hf6] = 8'h42;
   sbox[8'hf7] = 8'h68;
   sbox[8'hf8] = 8'h41;
   sbox[8'hf9] = 8'h99;
   sbox[8'hfa] = 8'h2d;
   sbox[8'hfb] = 8'h0f;
   sbox[8'hfc] = 8'hb0;
   sbox[8'hfd] = 8'h54;
   sbox[8'hfe] = 8'hbb;
   sbox[8'hff] = 8'h16;
end
assign data_sbox[120 : 127] = sbox[addr[120 : 127]];
assign data_sbox[112 : 119] = sbox[addr[112 : 119]];
assign data_sbox[104 : 111] = sbox[addr[104 : 111]];
assign data_sbox[96 : 103]  = sbox[addr[96 : 103]];
assign data_sbox[88 : 95] = sbox[addr[88 : 95]];
assign data_sbox[80 : 87] = sbox[addr[80 : 87]];
assign data_sbox[72 : 79] = sbox[addr[72 : 79]];
assign data_sbox[64 : 71] = sbox[addr[64 : 71]];
assign data_sbox[56 : 63] = sbox[addr[56 : 63]];
assign data_sbox[48 : 55] = sbox[addr[48 : 55]];
assign data_sbox[40 : 47] = sbox[addr[40 : 47]];
assign data_sbox[32 : 39] = sbox[addr[32 : 39]];
assign data_sbox[24 : 31] = sbox[addr[24 : 31]];
assign data_sbox[16 : 23] = sbox[addr[16 : 23]];
assign data_sbox[08 : 15] = sbox[addr[15 : 08]];
assign data_sbox[00 : 07] = sbox[addr[00 : 07]];
endmodule
==> impl_results.rst <==
Implementation results
======================

.. list-table::
   :header-rows: 1

   * - Metric
     - Value
   * - Hold buffer count at CTS
     - 0
   * - Largest vdd supply drop
     - 75.44 uV
   * - Core Density at Floorplan
     - 30.23%
   * - Max Clock Freq
     - 150.6 MHz
   * - Vias in the first global route
     - 103.5k
   * - Final Max Tran Viols
     - 0
   * - Chip area in the Yosys report
     - 68,050 um2
   * - Kind of cell adding the most delay to the critical path
     - buffers and inverters
   * - Destination of the worst hold path
     - data_sbox[61]
   * - Synth-to-layout area growth
     - 15.63%
   * - Classification of the worst setup path
     - in -> out
   * - Detailed placement HPWL
     - 372.8 mm
   * - Floorplan die width
     - 478.3 um
   * - Post-layout period usage of the worst path
     - 99.12%
   * - Number of remaining DRC errors
     - 0
   * - Status
     - finished, final reports clean
   * - Register share after synthesis
     - 0%
   * - Die ar.
     - 228,700 um2
   * - Worst slew slack as a fraction of its limit
     - 9.779%
   * - Internal power
     - 1.788 mW
   * - Port Buffers
     - 256
   * - Largest cells by area after synthesis
     - a21oi_1, o21ai_0, clkbuf_1, nand2_1, nor2_1
   * - Overall track demand over capacity in global routing
     - 43.47%
   * - Proportion of layout cells with a drive suffix above 1
     - 15.59%
   * - Critical-path maximum fanout
     - 51
   * - Total vias in the final route
     - 113.6k
   * - Area share, top type
     - 7.149%
   * - Post-detailed-routing wire length
     - 521.4 mm
   * - Largest net degree at the start of global routing
     - 97
   * - Fillers
     - 25.05k
   * - Netlist Area Pre-Place
     - 68,050 um2
   * - Synthesized netlist cell count
     - 11.71k
   * - Fraction of the core area covered by cells at the end of the flow
     - 34.95%
   * - OpenROAD warning count
     - 32
   * - Via-per-instance ratio
     - 7.732
   * - Number of standard cells reported by yosys
     - 11.71k
   * - Post-CTS Repair Setup Buffers
     - 0
   * - Pwr per Cell Area
     - 69.98 nW/um2
   * - Warnings, synthesis
     - 2
   * - ANT nets after route
     - 0
   * - Cells on Worst Hold Path
     - 4
   * - Leak
     - 24.99 nW
   * - Iter 0 DRT Violations
     - 24.02k
   * - DIE HEIGHT
     - 478.3 um
   * - RSZ-0062 raised after global routing
     - false
   * - GRT Residual Overflow
     - 0
   * - Post-synthesis cell type count
     - 94
   * - Switching portion of total power
     - 67.53%
   * - First drt pass iteration count
     - 22
   * - Slowest Stage Delay on Critical Path
     - 740 ps
   * - Register area
     - 0 um2
   * - Required time worst endpoint
     - 5360 ps
   * - RD Place Congestion
     - 1.155
   * - Leading area contributor after synthesis
     - a21oi_1
   * - Critical path's slowest cell
     - a2111oi_0
   * - Global-route wire length before repair
     - 746.6 mm
   * - Leading post-synthesis cells by instance count
     - clkbuf_1, nand2_1, a21oi_1
   * - Hold Path Class
     - in -> out
   * - Buf/Inv on CP
     - 5
   * - IO Count
     - 256
   * - Worst Setup Start Kind
     - input pin
   * - Initial antenna violation count
     - 24
   * - Count of maximum capacitance violations
     - 0
   * - Mapped Avg Cell Area
     - 5.809 um2
   * - Seq_cells
     - 0
   * - Total net switching power
     - 3.718 mW
   * - Shortest clock period the worst path allows after layout
     - 6641 ps
   * - Area used by multi-input combinational logic
     - 61,310 um2
   * - Transition time at the pin with the least slew margin
     - 1353 ps
   * - CP Cell Sequence
     - clkdlybuf4s50_1, buf_12, nand4bb_1, buf_4, nor2_1, a21oi_1, o21ai_0, a2111oi_0, buf_4, o2111ai_1, or4_1, clkdlybuf4s50_1
   * - Core Box Area
     - 225,100 um2
   * - Count of clock buffers in the final design
     - 0
   * - Row count
     - 174
   * - Number of failing setup endpoints in the final timing report
     - 0
   * - Quantity of gates resized following cts
     - 0
   * - Critical Path Sink Type
     - primary output
   * - Setup TNS after final layout
     - 0 ps
   * - Mean routed wirelength per cell
     - 35.48 um
   * - Worst min-delay path startpoint
     - addr[63]
   * - Data arrival time at the worst-slack endpoint
     - 5300 ps
   * - Library cell with the highest instance count after synthesis
     - clkbuf_1
   * - Final Hold Fails
     - 0
area by class of cell:
cell class	instances	share of cell area (%)
Tap cell	2992	4.758
Antenna cell	14	0.04453
Timing Repair Buffer	1681	16.81
Inverter	96	0.4580
Multi-Input combinational cell	9911	77.93
layout by cell type, fill, tap and decap left out, drive strengths merged, types with 67 or more instances in the layout:
cell type / netlist / final
nand3: 471 / 471
o2111ai: 89 / 89
o32ai: 167 / 167
buf: 515 / 1551
nor3: 442 / 442
nor4b: 91 / 91
and3: 78 / 78
o21ai: 959 / 959
and4b: 75 / 75
nand4b: 118 / 118
nand2: 1136 / 1136
and2: 81 / 81
a21oi: 972 / 972
nand4bb: 88 / 88
o31ai: 96 / 96
or4b: 67 / 67
o221ai: 113 / 113
nand2b: 217 / 217
o211ai: 202 / 202
a22oi: 255 / 255
o22ai: 481 / 481
a2111oi: 109 / 109
nor4bb: 115 / 115
nor4: 163 / 163
a31oi: 242 / 242
a221oi: 113 / 113
or4: 84 / 84
inv: 77 / 77
nor2: 956 / 956
nand4: 207 / 207
a32oi: 164 / 164
nor2b: 249 / 249
clkdlybuf4s50: 0 / 130
a211oi: 176 / 176
logic make-up after synthesis:
family | share of synthesized area, %
AND-OR/OR-AND | 47.17
XOR/XNOR | 1.261
adder cells (fa/ha/maj) | 0.1177
buffers and inverters | 10.53
multiplexers | 1.009
AND/OR/NAND/NOR | 39.91
power by group through the flow:
stage            clock, mW  combinational, mW  sequential, mW
global route  0.0000000285               5.58               0
CTS                      0               5.12               0
metrics by stage:
step	power, mW	cell area (um2)	hold slack (ps)	worst slack, ps	cells
after global routing	5.581	78650	3645	39.50	14680
after floorplan	2.701	68050	3014	1796	11710
after detailed placement	5.098	78640	3631	233.3	14680
after global placement	5.256	78640	3638	110.0	14680
after CTS	5.118	78640	3640	221.7	14680
final	5.506	78680	3658	58.66	14690
worst max-delay path by stage:
stage	depth (start not counted)	to	slack (ps)	start
CTS	12	data_sbox[3]	220	addr[3]
global route	11	data_sbox[103]	40	addr[99]
finish	12	data_sbox[4]	60	addr[3]
routing by layer:
layer	wire (um)	share of wire, %	vias up	track usage, %
met5	435	0.083	-	0.7983
met3	86900	17	3779	19.09
met1	185300	36	51790	54.82
li1	-	-	45940	-
met4	47860	9.2	38	26.90
met2	200800	39	12070	59.99
worst min-delay path, stage by stage:
cell and delay [ps]:
buf_2 270, nand2_1 130, nand4_1 130, clkdlybuf4s50_1 440
Power and IR drop assume default switching activity.
